### design/flow/run.sh
#!/bin/bash
# OpenROAD 26Q1-2900-gdf79404cd8, Yosys 0.63+post, stock flow scripts
make -C /OpenROAD-flow-scripts/flow DESIGN_CONFIG=/design/flow/config.mk WORK_HOME=/design/flow/orfs finish
### design/flow/config.mk
export PLATFORM = sky130hd
export DESIGN_NAME = vis_centroid
export DESIGN_NICKNAME = vis_centroid
export VERILOG_FILES = /design/flow/design.v
export SDC_FILE = /design/flow/constraint.sdc
export NUM_CORES = 4
export LEC_CHECK = 1
export CORE_AREA = 10 10 105 105
export DIE_AREA = 0 0 115 115
### design/flow/constraint.sdc
current_design vis_centroid

set clk_period 3.4
set clk_io_pct 0.2

create_clock -name clk0 -period $clk_period [get_ports {clk}]

set non_clock_inputs [all_inputs -no_clocks]
set_input_delay [expr $clk_period * $clk_io_pct] -clock clk0 $non_clock_inputs
set_output_delay [expr $clk_period * $clk_io_pct] -clock clk0 [all_outputs]
### design/flow/design.v
`timescale 1ns / 1ps
module vis_centroid
#(
    parameter IMG_H = 720,
    parameter IMG_W = 1280
)
(
    input clk,
    input de,
    input vsync,
    input hsync,
    input [23:0] mask,
    input [10:0] xcent,
    input [9:0] ycent,
    output [23:0] pixel_out
    );
reg [10:0] x_pos = 0;
reg [9:0] y_pos = 0;
reg prev_vsync = 0;
wire eof;
reg [19:0] m = 0;
reg [31:0] m_x = 0;
reg [31:0] m_y = 0;
always @(posedge clk)
begin
    if(vsync)
    begin
        x_pos <= 0;
        y_pos <= 0;
    end
    else
        if(de)
        begin
            x_pos <= x_pos + 1;
            if(x_pos == IMG_W-1)
            begin
                x_pos <= 0;
                y_pos <= y_pos + 1;
                if(y_pos == IMG_H-1) y_pos <= 0;
            end
        end      
end
assign pixel_out=((x_pos[10:0]==xcent || y_pos[9:0]==ycent)?8'hff:mask);
endmodule
==> impl_metrics.yaml <==
# implementation run metrics
run_status:
  outcome: "finished, final reports clean"
yosys:
  ys_sh_mux_pct: 0
  syn_area_um2: 1510
  syn_area_per_cell_um2: 8.47
  flop_cell: "dfxtp_1"
  synth-async-reset-ratio_pct: 0
  synth.top_cells.by_count: "dfxtp_1, xnor2_1, nor3b_1"
  aoi_share_pct: 9.54
  synth_flops: 21
  ys_seq_share_pct: 27.9
  ys_sh_xor_pct: 16.8
  synth.distinct_cells: 39
  yosys.area_share.simple_pct: 38.3
  ys_cells: 178
  edf_count: 0
  yosys_warnings: 1
  syn_inst: 178
  synthAdderAreaFrac_pct: 1.66
  top_cell_area_share_pct: 27.9
  synth.logic.top_family: "simple AND/OR/NAND/NOR gates"
  yosysChipArea_um2: 1510
  yosys.area.top_type: "dfxtp_1"
  area_leaders: "dfxtp_1, xnor2_1, nor3b_1, xor2_1, or3_1"
sta:
  max_freq_mhz: 311
  period_used_pct: 94.5
  fin_skew_ns: 0.00460
  hold_violations: 0
  worst_slack_ns: 0.188
  period_minus_slack_ns: 3.21
  setup_viol: 0
  relSlewSlack_pct: 76.4
  worstMarginPinSlew_ns: 0.353
  slew_violations: 0
  rsz0062_at_grt: "no"
  setup_tns_ns: 0
pwr:
  fin_total_pwr_mw: 0.534
  peakVddDrop_mv: 0.118
  p_per_area_nw_per_um2: 224
  p_leak_nw: 0.779
setup_path:
  critical_path.max_stage_delay_ns: 0.47
  path_buffers: 3
  crit_path_cell_trace: "clkdlybuf4s50_1 > xnor2_1 > nand4_1 > nor4_4 > buf_12 > or3_1 > clkdlybuf4s50_1"
  crit_path_top_delay_cell: "clkdlybuf4s50_1"
  crit_path_max_fanout: 24
  cp-start-kind: "primary input"
  end_kind: "output port"
  crit_top_cell: "clkdlybuf4s50_1"
  arrival_ns: 2.53
  worstPathRequired_ns: 2.72
  cp_top_family: "buffers and inverters"
  worst-setup-path-type: "in -> out"
grt:
  use_met3_pct: 2.11
  gr-usage-met1_pct: 8.19
  antenna_found_initial: 0
  grt_usage_pct: 6.49
  grt-ovfl-total: 0
  grt_pass1_vias: 1519
  grt_max_degree: 27
  top_usage_layer: "met2"
  met2_usage_pct: 10.9
  grt_pass1_wl_mm: 7.31
cts:
  cts_resized: 0
  postCtsSetupBuffers: 0
  path_clk_slew_ns: 0.08
  cts_buffers: 3
  clk_latency_ns: 0.26
  tritoncts: "yes"
  clk_path_buf_depth: 2
  h-tree-depth: 1
  cts_sinks: 21
  ctsHoldBuffers: 0
  cts-root-buf: "clkbuf_8"
floorplan:
  ioPinCount: 73
  core_um2: 8760
  rows: 34
  fp_util_pct: 17.2
  chipArea_um2: 13200
  die_w_um: 115
  die_h_um: 115
drt:
  vias: 1503
  finalWirelength_mm: 4.62
  antenna_cells: 0
  wl_per_cell_um: 13.1
  viasPerCell: 4.27
  ant_nets: 0
  dr.pass1.iters: 4
  drt_iter0_markers: 87
  drc: 0
flow_run:
  drv_cap: 0
  warnings: 26
placement:
  place.gp.congestion: 0.785
  dpl.hpwl_mm: 3.71
  dpl_worst_slack_ns: 0.164
  io_buffers: 71
worst_hold_path:
  hold_path_class: "reg -> reg"
layout:
  areaGrowthSynthToFinish_pct: 57.9
  drive_above_1_share_pct: 6.56
[where the power goes]
group | switching (mW) | internal (mW) | leakage, nW
sequential | 0.00214 | 0.247 | 0.169
combinational | 0.0295 | 0.0915 | 0.584
clock | 0.0817 | 0.0816 | 0.0255
[kinds of logic after synthesis]
| kind of cell | count (synthesis) |
|---|---|
| xor gates and xnor gates | 29 |
| AOI/OAI and AO/OA | 23 |
| adders and majority gates | 2 |
| and+or+nand+nor | 89 |
| DFF | 21 |
| buffers and inverters | 14 |
[cell type report]
type	count	area, um^2
fill	898	6380
multi-input combinational	143	1010
tap	108	135
clock buffer	3	41.3
inverter	2	7.51
clock inverter	1	5.00
timing repair buffer	74	758
sequential	21	420
[layout by cell type, fill, tap and decap left out, drive strengths merged, types with 2 or more instances in the layout]
cell type      instances
a21oi                 12
and3                   7
and4                   2
buf                    3
clkbuf                 3
clkdlybuf4s50         71
dfxtp                 21
ha                     2
inv                    2
nand2                  8
nand2b                 3
nand3                 11
nand3b                 2
nand4                  9
nor2                   3
nor2b                  3
nor3                   6
nor3b                 16
o21ai                  3
o31ai                  2
o32ai                  3
or3                   11
or4                    2
xnor2                 21
xor2                   8
[tightest hold or removal path: stages, from the launching register on]
cell and delay (ns):
dfxtp_1 0.35, nand2b_1 0.08, a21oi_1 0.05
[metrics by stage]
step / util (%) / hold slack [ns] / instances / cell area (um^2)
2_1_floorplan: - / 0.481 / 178 / 1510
6_report: 27.2 / 0.519 / 352 / 2380
3_3_place_gp: 26.6 / 0.505 / 348 / 2330
5_1_grt: 27.2 / 0.550 / 352 / 2380
3_5_place_dp: 26.6 / 0.510 / 348 / 2330
4_1_cts: 27.2 / 0.524 / 352 / 2380
[path summary, 6_finish.rpt]
path | start | endpoint | slack (ns) | depth (start not counted)
hold / removal | x_pos[1] | x_pos[1] | 0.52 | 2
setup / recovery | ycent[2] | pixel_out[4] | 0.19 | 7
setup reg to reg | x_pos[3] | y_pos[8] | 1.58 | 4
hold reg to reg | x_pos[1] | x_pos[1] | 0.52 | 2
[state kept, by name (all words and copies together), names as in the netlist]
name	flops
x_pos	11
y_pos	10
[layer usage]
| metal | wire (um) | part of all wire (%) |
|---|---|---|
| met1 | 1960 | 42 |
| met2 | 2210 | 48 |
| met3 | 416 | 9.0 |
| met4 | 33 | 0.71 |
| met5 | 0 | 0 |
No activity file was given, so power comes from the tool's default toggle rates.
